<file path="./design.v">
module bcd7(
	din,
	dout
);
input 	[3:0]	din;
output 	[6:0] 	dout;
assign	dout=(din==4'h0)?7'b1000000:
             (din==4'h1)?7'b1111001:
             (din==4'h2)?7'b0100100:
             (din==4'h3)?7'b0110000:
             (din==4'h4)?7'b0011001:
             (din==4'h5)?7'b0010010:
             (din==4'h6)?7'b0000010:
             (din==4'h7)?7'b1111000:
             (din==4'h8)?7'b0000000:
             (din==4'h9)?7'b0010000:
			 (din==4'hA)?7'b0001000:
			 (din==4'hB)?7'b0000011:
			 (din==4'hC)?7'b1000110:
			 (din==4'hD)?7'b0100001:
			 (din==4'hE)?7'b0000110:
			 (din==4'hF)?7'b0001110:7'b0;
endmodule
module counter(clk,count_ena,count_clear,count3,count2,count1,count0);
	input clk,count_ena,count_clear;
	output [3:0] count3,count2,count1,count0;
	reg [3:0] count3,count2,count1,count0;
	initial begin
		count3<=0;
		count2<=0;
		count1<=0;
		count0<=0;
	end
	always@(posedge clk or posedge count_clear)
	begin
		if (count_clear)
			begin
				count3<=0;
				count2<=0;
				count1<=0;
				count0<=0;
			end
		else
			begin
				if (count_ena)
				begin
					count0<=count0+4'b0001;
					if (count0>=9)
						begin
							count0<=0;
							count1<=count1+4'b0001;
							if (count1>=9)
								begin
									count1<=0;
									count2<=count2+4'b0001;
									if (count2>=9)
										begin
											count2<=0;
											count3<=count3+4'b0001;
											if (count3>=9)
											begin
												count3<=4'b1110;
												count2<=4'b1110;
												count1<=4'b1110;
												count0<=4'b1110;
											end
										end
								end
						end
				end
			end
	end
endmodule
module ctrl_clk_gen(sysclk,ctrl_clk);
	input sysclk;
	output ctrl_clk;
	reg ctrl_clk;
	reg [24:0] counter;
	initial begin
		ctrl_clk<=0;
		counter<=24000000;
	end
	always@(posedge sysclk)
	begin
		if (counter==24999999)
			begin
				counter<=0;
				ctrl_clk<=~ctrl_clk;
			end
		else
			counter<=counter+25'b0_0000_0000_0000_0000_0000_0001;
	end
endmodule
module freq(sysclk,rst,select,modein,modeout,freqout3,freqout2,freqout1,freqout0);
	input sysclk,rst,modein;
	input [1:0] select;
	output modeout;
	output [6:0] freqout3,freqout2,freqout1,freqout0;
	wire initial_signal,signal,ctrl_clk;
	reg count_ena,count_clear,lock;
	wire [3:0]count3,count2,count1,count0;
	reg [3:0]count33,count22,count11,count00;
	initial begin
		count_ena<=0;
		lock<=0;
		count_clear<=1;
		count33<=0;
		count22<=0;
		count11<=0;
		count00<=0;
	end
	signalinput signalinput0(select,sysclk,initial_signal);
	ctrl_clk_gen ctrl_clk_gen0(sysclk,ctrl_clk);
	counter counter0(signal,count_ena,count_clear,count3,count2,count1,count0);
	assign modeout=modein;
	range range0(modein,initial_signal,signal);
	always@(posedge ctrl_clk or negedge rst)
	begin
		if (~rst)
		begin
			count_ena<=0;
			lock<=0;
			count_clear<=1;
		end
		else
			if (count_clear)
				begin
					lock<=0;
					count_clear<=0;
					count_ena<=1;
				end
			else
				begin
					if (lock)
						count_clear<=1;
					else
						begin 
							count_ena<=0;
							lock<=1;
						end
				end
	end
	always@(lock or count3 or count2 or count1 or count0)
	begin
		if (~lock)
			begin
				count33<=count3;
				count22<=count2;
				count11<=count1;
				count00<=count0;
			end
	end
	bcd7 bcd7_3(count33,freqout3);
	bcd7 bcd7_2(count22,freqout2);
	bcd7 bcd7_1(count11,freqout1);
	bcd7 bcd7_0(count00,freqout0);
endmodule
module range(modein,sigin,sigout);
	input modein,sigin;
	output reg sigout;
	wire signal_div_10;
	div_10 div_10_0(sigin,signal_div_10);
	always@(modein or signal_div_10 or sigin)
	begin
		if (modein)
			sigout<=signal_div_10;
		else
			sigout<=sigin;
	end
endmodule
module div_10(sigin,sigout);
	input sigin;
	output reg sigout;
	reg [2:0] counter;
	initial begin
		counter<=0;
		sigout<=0;
	end
	always@(posedge sigin)
	begin
		if (counter==4)
			begin
				counter<=0;
				sigout<=~sigout;
			end
		else
			counter<=counter+3'b001;
	end
endmodule
module signalinput(
	input [1:0] testmode, 
	input sysclk, 
	output reg sigin 
);
	reg[20:0] state;
	reg[20:0] divide;
	initial
	begin
		sigin=0;
		state=21'b000000000000000000000;
		divide=21'b000000_1111_1010_0000000;
	end
	always@(testmode)
	begin
		case(testmode[1:0])
			2'b00:divide=21'd16000;  
			2'b01:divide=21'd8000;  
			2'b10:divide=21'd1000000;  
			2'b11:divide=21'd4000;  
		endcase
	end
	always@(posedge sysclk) 
	begin
		if(state==0)
			sigin=~sigin;
		state=state+21'b0_00__0000_0000_0000_0000_10;
		if(state==divide)
			state=21'b0_0000_0000_0000_0000_0000;
	end
endmodule
</file>
<file path="./run.sh">
#!/bin/bash
# OpenROAD 26Q1-2900-gdf79404cd8, Yosys 0.63+post, stock flow scripts
make -C /OpenROAD-flow-scripts/flow DESIGN_CONFIG=/design/flow/config.mk WORK_HOME=/design/flow/orfs finish
</file>
<file path="./config.mk">
export PLATFORM = sky130hd
export DESIGN_NAME = freq
export DESIGN_NICKNAME = freq
export VERILOG_FILES = /design/flow/design.v
export SDC_FILE = /design/flow/constraint.sdc
export NUM_CORES = 4
export LEC_CHECK = 1
export CORE_UTILIZATION = 30
</file>
<file path="./constraint.sdc">
current_design freq

set clk_period 9.0
set clk_io_pct 0.2

create_clock -name clk0 -period $clk_period [get_ports {sysclk}]

set non_clock_inputs [all_inputs -no_clocks]
set_input_delay [expr $clk_period * $clk_io_pct] -clock clk0 $non_clock_inputs
set_output_delay [expr $clk_period * $clk_io_pct] -clock clk0 [all_outputs]
</file>
==> notes.md <==
The layout was made with Yosys and OpenROAD.

The synthesized netlist devotes 9.27% of its cell area to XOR and XNOR gates. The number of distinct standard cells referenced by the synthesized netlist is 57. The cell taking the most area after synthesis is dfxtp_1. The tally of filler cells in the layout is 1433. The maximum ir drop on the vdd rail is 0.0775 mV. The setup-violating endpoint count in the final report is 0.

The post-CTS setup-driven buffer insertion count is 0. The total leakage power is 0.00211 uW. The number of unconstrained endpoints is 68. The final-layout worst hold slack is 0.457 ns. The transition time recorded at the tightest slew-check pin is 0.937 ns. The die outline area is 15800 um2. The via count of the first global-routing pass came to 3350.

The main area contributors are dfxtp_1, dfrtp_1, ha_1, nor2_1, dlxtn_1. The run finished with clean final reports. The initial antenna violation count is 0.

For reference, the mux area share after synthesis is 1.58%. The residual overflow from global routing is 0. Entering global routing, the biggest net connects 19 pins.

Clock tree synthesis inserted a total of 5 buffers. The critical path arrival is 2.75 ns. The main flop type after synthesis is dfxtp_1. The detailed route wirelength on metal2 is 3.94 mm. Signal nets in the final route climb as high as met4. After layout, the minimum clock period comes to 4.55 ns. Overall routing resource usage recorded by global route was 10.7%.

Routability-driven placement finished with a final weighted congestion of 0.812. The combined flip-flop and latch cell area is 1770 um2. The number of rows created at floorplan is 44.

Per STA, the worst path is made up of clkdlybuf4s50_1, clkdlybuf4s50_1. The reported max-cap violation count is 0. The average footprint of a synthesized cell is 8.38 um2. Once the floorplan was initialized, standard cells occupied 31.1% of the core. The tightest min-delay check is of the reg -> reg type. Once detail routing completed, the nets flagged for antenna violations numbered 0.

The slowest stage of the critical path belongs to the cell clkdlybuf4s50_1. The chip area estimate from yosys synthesis is 4590 um2. The count of unclocked register or latch pins is 39. The startpoint type of the worst setup path is a primary input. The setup TNS is 0 ns. The combined area of the multi-input logic cells is 2550 um2.

Setup repair after global routing left no endpoint under its margin. The most instantiated logic cell after routing is nor2_1. The share of synthesized registers carrying an async set or reset is 22.1%. The CTS tree is built. Detailed routing placed a total of 190 um of wire on met3. The iteration count recorded for the first detailed-route pass is 4.

In this run, post-CTS hold repair placed 0 buffers. The script logs the mean routed wire length per placed instance as 11.0 um. The required time at the worst endpoint is listed as 7.20 ns. Yosys stat counts 548 cells in the synthesized netlist. For this design the top-level I/O count stands at 34. The clock-pin transition on the worst setup and hold timing paths is 0.06 ns. The highest clock frequency the design can meet is 220 MHz.

For this block, the via count after detailed routing is 3650. The count of library flops with an enable pin is 3. The cell repeated most along the worst path is clkdlybuf4s50_1. Note, the detailed placer reported a final HPWL of 6.20 mm.

In the per-layer summary, the met1 wirelength comes to 4.07 mm. Per the post-run analysis, buffers plus inverters along the critical path come to 2. After synthesis, the largest family of logic cells by area is simple AND/OR/NAND/NOR gates. The worst-skew pair later-pin latency is 0.28 ns.

The area overhead of the layout relative to synthesis is 12.9%. The total antenna diodes in the routed design is 0. On the critical path the largest part of the delay comes from buffers and inverters. The H-tree was split into 2 levels. The post-CTS resize count is 0. The post-synthesis share of cell area spent on and, or, nand and nor gates is 24.4%. The type of destination of the critical path is an output port.

The worst clock skew on the final layout is 0.00458 ns. In the synthesized netlist, the number of instances is 548. By startpoint and endpoint, the worst setup path is classified as in -> out. The max-slew violation count is 0.

The number of remaining DRC errors is 0. The proportion of netlist area held by the largest area contributor is 20.9%. The number of port buffers is 33. The post-synthesis register bit count is 86. The top cell types in the final layout, fill and taps aside, are nor2_1, dfxtp_1, nand2_1, inv_1. The cell-mix breakdown from Yosys lists the compound-gate area share as 14.2%. The final tally of hold violations is 0. The area of the mapped netlist is 4590 um2. On the worst path, the slowest cell contributes a delay of 0.49 ns. The die outline width is 126 um. Post-route period utilization is reported as 50.6%.

The arithmetic-cell share of the synthesized area counting full adders, half adders and majority gates is 6.27%. The area of the core is 14800 um2. The worst max-slew margin expressed relative to the limit is 37.6%. The script logs the ratio of routed vias to standard cells as 4.87. Total power normalized to cell area comes to 77.2 nW/um2. The root buffer cell chosen for the clock tree is clkbuf_16. The number of violations reported at the end of detailed-routing iteration 0 is 190. The first global-routing pass estimated 14.4 mm of wire. Cells with a size suffix above 1 make up 3.54% of the layout. The final layout contains routed wiring with a total length of 8.27 mm. Summing over the stages, the warning tally comes to 40.

The synthesis warning total is 6. Per the CTS log, the buffer count on the longest clock path is 2.

The maximum fanout count along the critical path is 3. The vertical die dimension reported for this design is 126 um.
## registers in the layout, summed over array words and instances (netlist names)
register                 count
ctrl_clk_gen0.counter       25
signalinput0.state          20
count00                      4
count11                      4
count22                      4
count33                      4
counter0.count0              4
counter0.count1              4
counter0.count2              4
counter0.count3              4
range0.div_10_0.counter      3
count_clear                  1
count_ena                    1
ctrl_clk_gen0.ctrl_clk       1
lock                         1
range0.div_10_0.sigout       1
signalinput0.sigin           1
## Yosys cell counts (9+ instances only)
cell type,count
nor2_1,69
dfrtp_1,18
dlxtn_1,16
nand2b_1,12
nor3_1,9
nand4_1,9
dfxtp_1,48
o21ai_0,33
ha_1,23
clkbuf_1,15
nand3_1,22
nand2_1,38
a21oi_1,30
inv_1,37
xor2_1,20
xnor2_1,26
## worst paths after layout
check,cells after the start,endpoint,from,slack (ns)
hold reg to reg,1,ctrl_clk_gen0.counter[4],ctrl_clk_gen0.counter[4],0.46
setup reg to reg,8,signalinput0.state[9],signalinput0.state[1],5.57
setup / recovery,2,modeout,modein,4.45
hold / removal,1,ctrl_clk_gen0.counter[4],ctrl_clk_gen0.counter[4],0.46
## through the flow
stage / setup slack [ns] / utilization [%] / std cells / power (uW) / instance area, um2
finish: 4.45 / 35.1 / 749 / 400 / 5180
global placement: 4.42 / 34.1 / 741 / 223 / 5040
floorplan: 5.30 / - / 548 / 219 / 4590
global route: 4.38 / 35.1 / 749 / 414 / 5180
detailed placement: 4.35 / 34.1 / 741 / 223 / 5040
CTS: 4.44 / 35.1 / 749 / 404 / 5180
## per-layer routing
metal / vias to the layer above / track usage [%]
li1: 1913 / -
met1: 1687 / 14.9
met2: 46 / 18.8
met3: 4 / 1.21
met4: 0 / 1.29
met5: - / 0
## cell type report
type	instances	share of cell area, %
inverter	37	2.68
sequential	86	34.1
timing repair buffer	35	6.66
clock buffer	7	2.75
tap	184	4.44
clock inverter	1	0.0965
multi-input combinational	399	49.3
## report_power, final
group	leakage, uW	internal [uW]	total [uW]	switching, uW
clock	0.0000739	110	182	71.6
sequential	0.000786	209	209	0
combinational	0.00125	5.00	9.18	4.18
## kinds of logic (layout without fill, tap and decap cells)
| group | count (synthesis) | after routing |
|---|---|---|
| compound gates | 104 | 104 |
| simple gates | 218 | 218 |
| mux | 7 | 7 |
| xor+xnor | 47 | 47 |
| buf+inv | 63 | 80 |
| latches | 16 | 16 |
| fa+ha+maj | 23 | 23 |
| flops | 70 | 70 |
Power and IR drop assume default switching activity.
