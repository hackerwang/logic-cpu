File: ./run.sh
#!/bin/bash
# OpenROAD 26Q1-2900-gdf79404cd8, Yosys 0.63+post, stock flow scripts
make -C /OpenROAD-flow-scripts/flow DESIGN_CONFIG=/design/flow/config.mk WORK_HOME=/design/flow/orfs finish
File: ./config.mk
export PLATFORM = sky130hd
export DESIGN_NAME = counter3
export DESIGN_NICKNAME = counter3
export VERILOG_FILES = /design/flow/design.v
export SDC_FILE = /design/flow/constraint.sdc
export NUM_CORES = 4
export LEC_CHECK = 1
export CORE_AREA = 10 10 70 70
export DIE_AREA = 0 0 80 80
File: ./constraint.sdc
current_design counter3

set clk_period 2.0
set clk_io_pct 0.2

create_clock -name clk0 -period $clk_period [get_ports {clk}]

set non_clock_inputs [all_inputs -no_clocks]
set_input_delay [expr $clk_period * $clk_io_pct] -clock clk0 $non_clock_inputs
set_output_delay [expr $clk_period * $clk_io_pct] -clock clk0 [all_outputs]
File: ./design.v
module counter3(clk,rst,dout);
input clk,rst;
output [6:0] dout;
reg [3:0] q;
initial
begin
	q<=0;
end
always @(negedge rst or negedge clk)
begin
	if (~rst) q<=4'h0000;
	else
		begin
			if (~clk)
				begin
					q[0]<=~q[0];
					if (~q[0])
					begin
						q[1]<=~q[1];
						if (~q[1])
						begin
							q[2]<=~q[2];
							if (~q[2])
								q[3]<=~q[3];
						end
					end
				end
		end
end
assign	dout=(q==4'h0)?7'b1000000:
             (q==4'h1)?7'b1111001:
             (q==4'h2)?7'b0100100:
             (q==4'h3)?7'b0110000:
             (q==4'h4)?7'b0011001:
             (q==4'h5)?7'b0010010:
             (q==4'h6)?7'b0000010:
             (q==4'h7)?7'b1111000:
             (q==4'h8)?7'b0000000:
             (q==4'h9)?7'b0010000:
			 (q==4'hA)?7'b0001000:
			 (q==4'hB)?7'b0000011:
			 (q==4'hC)?7'b1000110:
			 (q==4'hD)?7'b0100001:
			 (q==4'hE)?7'b0000110:
			 (q==4'hF)?7'b0001110:7'b0;
endmodule
==> metrics.cfg <==
[synth]
synth-simple-area-share_pct=22.7
yosysChipArea_um2=347
mux_share_pct=0
ys_cells=40
synthCells=40
avgSynthCellArea_um2=8.66
synth_cell_type_count=23
synthTopLogicFamily=AND-OR/OR-AND gates
synthXorXnorAreaFrac_pct=10.1
ys_warn_count=1
ys_seq_elements=4
compound_area_share_pct=26.0
mappedNetlistArea_um2=347
yosysSeqAreaShare_pct=28.9
adder_share_pct=0

[sta]
grt_setup_unrepaired=true
timing.hold.ws_ps=538
final_hold_viol_count=0
final-setup-viol-count=7
finalSetupTns_ps=-5150
final.setup_skew_ps=0.200
slew_violations=0
setup_slack_ps=-821
slew_headroom_pct=85.3
worstMarginPinSlew_ps=219

[global_routing]
grt_pass1_vias=426
grt_max_degree=9
grt_usage_pct=3.46
antenna_found_initial=0
grt_pass1_wl_mm=1.87
grt_overflow_total=0

[detailed_routing]
wl_mm=1.09
firstDrtPassIters=4
met2_length_um=478
dr.max_layer_used=met4
drtIter0Drc=6
dr_total_vias=404
diodes=0
wl_per_cell_um=9.39
dr_wl_met3_um=69
wl_met1_um=505
vias_per_cell=3.48
drc_errors=0
drtAntennaViolNets=0

[layout]
reg.largest.list=q: 4 flops
fin_cells=116
largest_reg_flops=4
fin_util_pct=20.3
fillers=368
drive_above_1_share_pct=67.1
largest-register=q
areaGrowthSynthToFinish_pct=100
fin_area_um2=694

[die]
fp.dieH_um=80
core.rowCount=21
core_mm2=0.00342
io_pins=9
die_w_um=80
initial_utilization_pct=10.1
dieArea_mm2=0.00640

[setup_path]
cp-start-kind=flip-flop
worstSetupEndpointType=output port
path_class=reg2out
cp_max_fo=3
crit_required_ps=1600
cp_data_arrival_time_ps=2420

[run_status]
violations=negative setup slack
status=finished, violations left

[power_and_ir_drop]
ir_worst_vdd_v=0.000145
p_per_area_mw_per_mm2=266
p_leak_nw=0.309
total_power_mw=0.185

[clock_network]
cts.sinks=4
cts_max_level=1
cts_tree=built
path_clk_slew_ps=30
clockBufferDepth=2
clk_latency_ps=250
numCtsBuffers=3
cts_root_buf=clkbuf_4

[placed_design]
place_inst=99
dp_hpwl_um=667
placed_cell_area_um2=517
preCtsSetupSlack_ps=-899
io_buffers=8
gp_congestion=0.833

[min_path]
hp-class=reg2reg

[job]
maxCapViolCount=0
openroad.warnings=28

==> critical path, stage by stage, from the launching register on <==
cell and delay (ps):
dfrtn_1 420, or2b_4 300, buf_6 120, o21ai_2 100, a22o_1 140, buf_2 90
==> per-layer routing <==
metal  track usage, %  vias to the layer above
met5                0                        -
met4             1.23                        0
met3            0.909                        2
met2             5.06                       10
met1             4.75                      187
li1                 -                      205
==> layout by cell type, fill, tap and decap left out, types with 2 or more instances in the layout <==
cell type,Yosys,final
a31oi_4,0,2
buf_2,1,7
buf_4,1,18
buf_6,2,5
clkbuf_4,0,3
dfrtn_1,4,4
nand2_1,3,2
nand3_1,2,2
nor3_2,1,2
o21a_1,2,2
o21ai_2,1,2
o22ai_1,2,2
o31ai_1,3,3
xor2_1,2,2
==> logic make-up (layout without fill, tap and decap cells) <==
family	Yosys count	in the layout
AND/OR/NAND/NOR	13	13
XOR/XNOR	4	4
AND-OR/OR-AND	13	13
flip-flops	4	4
buffers and inverters	6	36
==> timing repair <==
item	4_1_cts	5_1_grt
buffers inserted	16	1
endpoints found under the hold margin	0	0
setup endpoints to repair	7	7
gates resized	34	6
hold buffers	0	0
pin swaps	8	8
==> area by class of cell <==
| type | count | area (µm²) | area share [%] |
|---|---|---|---|
| multi-input combinational | 30 | 270 | 38.9 |
| inverter | 2 | 7.51 | 1.08 |
| sequential | 4 | 100 | 14.4 |
| tap | 46 | 57.6 | 8.29 |
| timing repair buffer | 31 | 236 | 34.1 |
| clock buffer | 3 | 22.5 | 3.24 |
==> cell usage after synthesis (all sizes together) <==
master | count | area, µm²
inv | 2 | 7.51
a31oi | 2 | 12.5
o31ai | 3 | 22.5
nand2b | 1 | 6.26
nand3 | 2 | 10.0
nor3 | 2 | 15.0
nand2 | 3 | 11.3
xnor2 | 2 | 17.5
dfrtn | 4 | 100
o21a | 2 | 15.0
and3 | 1 | 11.3
o22ai | 2 | 12.5
buf | 4 | 35.0
nor2 | 2 | 7.51
and2 | 1 | 6.26
a22o | 1 | 8.76
or2b | 1 | 11.3
o21ai | 3 | 18.8
xor2 | 2 | 17.5
==> report_power, final <==
part | switching (mW) | leakage, nW | internal (mW)
logic | 0.00144 | 0.237 | 0.00174
clock network | 0.0325 | 0.0138 | 0.0671
registers | 0 | 0.0585 | 0.0818
==> worst paths after layout <==
kind                                        from          endpoint  slack (ps)  cells after the start
worst min register to register    q[0]$_DFF_NN0_    q[0]$_DFF_NN0_         540                      2
worst max-delay path              q[0]$_DFF_NN0_           dout[1]        -820                      5
max in group asynchronous                    rst  q[1]$_DFFE_NN0N_         560                      1
worst min-delay path              q[0]$_DFF_NN0_    q[0]$_DFF_NN0_         540                      2
min in group asynchronous                    rst    q[0]$_DFF_NN0_        1240                      1
worst max register to register  q[1]$_DFFE_NN0N_  q[2]$_DFFE_NN0N_         780                      5
Power figures rest on the tool's default switching activity, not on a simulated workload.
