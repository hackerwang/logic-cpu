==> design/flow/run.sh <==
#!/bin/bash
# OpenROAD 26Q1-2900-gdf79404cd8, Yosys 0.63+post, stock flow scripts
make -C /OpenROAD-flow-scripts/flow DESIGN_CONFIG=/design/flow/config.mk WORK_HOME=/design/flow/orfs finish
==> design/flow/constraint.sdc <==
current_design uart

set clk_period 2.4
set clk_io_pct 0.2

create_clock -name clk0 -period $clk_period [get_ports {sysclk}]

set non_clock_inputs [all_inputs -no_clocks]
set_input_delay [expr $clk_period * $clk_io_pct] -clock clk0 $non_clock_inputs
set_output_delay [expr $clk_period * $clk_io_pct] -clock clk0 [all_outputs]
==> design/flow/design.v <==
module clkdiv(clkin, clkout);
	input clkin;  
	output clkout;  
	reg clkout;
	reg [15:0] cnt;
	initial begin
		cnt<=0;
		clkout<=0;
	end
	always @(posedge clkin)
	begin
		if(cnt == 16'd162)
		begin
			clkout <= 1'b1;
			cnt <= cnt + 16'd1;
		end
		else
			if(cnt == 16'd325)
			begin
				clkout <= 1'b0;
				cnt <= 16'd0;
			end
			else
				cnt <= cnt + 16'd1;
	end
endmodule
module uart(sysclk,reset,rxd,txd);
	input sysclk, reset, rxd;
	output txd;
	wire clk, tx_status, rx_status;
	reg tx_en, tx_ready, rx_status_buf;
	wire [7:0] rx_data;
	reg [7:0] tx_data, tmp_data;
	initial begin
		tx_en <= 1'b0;
		tx_data <= 8'b0;
		tx_ready <= 1'b0;
		tmp_data <= 8'b0;
		rx_status_buf <= 1'b1;
	end
	clkdiv clkgen(sysclk,clk);
	uarttx tx0(clk, tx_data, tx_en, tx_status, txd);
	uartrx rx0(clk, rxd, rx_data, rx_status);
	always @(posedge clk or negedge reset)
	begin
		if (~reset)
			begin
				tx_en <= 1'b0;
				tx_data <= 8'b0;
				tx_ready <= 1'b0;
				tmp_data <= 8'b0;
				rx_status_buf <= 1'b1;
			end
		else
			begin
				rx_status_buf <= rx_status;
				if ((~rx_status_buf) && rx_status)
					begin
						if (rx_data[7])
							tmp_data = (~rx_data) | 8'b1000_0000;
						else
							tmp_data = rx_data;
						tx_ready<=1'b1;
					end
				if (tx_status && tx_ready)
					begin
						tx_data = tmp_data;
						tx_en<=1'b1;
						tx_ready<=1'b0;
					end
				else if (~tx_status) tx_en<=1'b0;
			end
	end
endmodule
module uartrx(clk, rxd, rx_data, rx_status);
	input clk, rxd;
	output reg [7:0] rx_data;
	output reg rx_status;
	reg [7:0] cnt;
	reg sigbuf, sigfall, receiving, idle;
	initial begin
		cnt <= 8'b0;
		rx_data <= 8'b0;
		rx_status <= 1'b0;
		sigbuf <= 1'b1;
		sigfall <= 1'b0;
		receiving <= 1'b0;
		idle <= 1'b1;		 
	end
	always @(posedge clk) 
	begin
		sigbuf <= rxd;
		sigfall <= sigbuf & (~rxd);
	end
	always @(posedge clk)
	begin
		if (sigfall && idle)  
			receiving <= 1'b1;
		else
			if(cnt == 8'd152)  
				receiving <= 1'b0;
	end
	always @(posedge clk)
	begin
		if (receiving)
		begin
			case (cnt)
				8'd0:
					begin
						idle <= 1'b0;
						cnt <= cnt + 8'd1;
						rx_status <= 1'b0;
					end
				8'd24: 
					begin
						idle <= 1'b0;
						rx_data[0] <= rxd;
						cnt <= cnt + 8'd1;
						rx_status <= 1'b0;
					end
				8'd40: 
					begin
						idle <= 1'b0;
						rx_data[1] <= rxd;
						cnt <= cnt + 8'd1;
						rx_status <= 1'b0;
					end
				8'd56: 
					begin
						idle <= 1'b0;
						rx_data[2] <= rxd;
						cnt <= cnt + 8'd1;
						rx_status <= 1'b0;
					end
				8'd72: 
					begin
						idle <= 1'b0;
						rx_data[3] <= rxd;
						cnt <= cnt + 8'd1;
						rx_status <= 1'b0;
					end
				8'd88: 
					begin
						idle <= 1'b0;
						rx_data[4] <= rxd;
						cnt <= cnt + 8'd1;
						rx_status <= 1'b0;
					end
				8'd104: 
					begin
						idle <= 1'b0;
						rx_data[5] <= rxd;
						cnt <= cnt + 8'd1;
						rx_status <= 1'b0;
					end
				8'd120: 
					begin
						idle <= 1'b0;
						rx_data[6] <= rxd;
						cnt <= cnt + 8'd1;
						rx_status <= 1'b0;
					end
				8'd136: 
					begin
						idle <= 1'b0;
						rx_data[7] <= rxd;
						cnt <= cnt + 8'd1;
						rx_status <= 1'b1;
					end
				8'd152: 
					begin
						idle <= 1'b0;
						rx_status <= 1'b1;
						cnt <= 8'd0;
					end
				default:
					begin
						cnt <= cnt + 8'd1;
					end
			endcase
		end
		else
		begin
			cnt <= 8'd0;
			idle <= 1'b1;
		end
	end
endmodule
module uarttx(clk, tx_data, tx_en, tx_status, txd);
	input clk;
	input [7:0] tx_data; 	 
	input tx_en; 			 
	output reg tx_status;	 
	output reg txd;
	reg sending;
	reg sigbuf, sigrise;
	reg[7:0] cnt; 			 
	initial begin
		cnt <= 1'b0;
		sigbuf <= 1'b0;
		sigrise <= 1'b0;
		txd <= 1'b1;
		tx_status <= 1'b1;
		sending <= 1'b0;
	end
	always @(posedge clk)
	begin
		sigbuf <= tx_en;
		sigrise <= (~sigbuf) & tx_en;
	end
	always @(posedge clk)
	begin
		if (sigrise && tx_status)	 
			sending <= 1'b1;
		else
			if(cnt == 8'd160) 		 
				sending <= 1'b0;
	end
	always @(posedge clk)
	begin
		if (sending)
		begin
			case(cnt)
				8'd0:
					begin
						txd <= 1'b0;
						tx_status <= 1'b0;
						cnt <= cnt + 8'd1;
					end
				8'd16:
					begin
						txd <= tx_data[0];
						tx_status <= 1'b0;
						cnt <= cnt + 8'd1;
					end
				8'd32:
					begin
						txd <= tx_data[1];
						tx_status <= 1'b0;
						cnt <= cnt + 8'd1;
					end
				8'd48:
					begin
						txd <= tx_data[2];
						tx_status <= 1'b0;
						cnt <= cnt + 8'd1;
					end
				8'd64:
					begin
						txd <= tx_data[3];
						tx_status <= 1'b0;
						cnt <= cnt + 8'd1;
					end
				8'd80:
					begin
						txd <= tx_data[4];
						tx_status <= 1'b0;
						cnt <= cnt + 8'd1;
					end
				8'd96:
					begin
						txd <= tx_data[5];
						tx_status <= 1'b0;
						cnt <= cnt + 8'd1;
					end
				8'd112:
					begin
						txd <= tx_data[6];
						tx_status <= 1'b0;
						cnt <= cnt + 8'd1;
					end
				8'd128:
					begin
						txd <= tx_data[7];
						tx_status <= 1'b0;
						cnt <= cnt + 8'd1;
					end
				8'd144:
					begin
						txd <= 1'b1;
						tx_status <= 1'b0;
						cnt <= cnt + 8'd1;
					end
				8'd160:
					begin
						txd <= 1'b1;
						tx_status <= 1'b1;
						cnt <= 8'd0;
					end
				default:
						cnt <= cnt + 8'd1;
			endcase
		end
		else
		begin
			txd <= 1'b1;
			cnt <= 8'd0;
			tx_status <= 1'b1;
		end
	end
endmodule
==> design/flow/config.mk <==
export PLATFORM = sky130hd
export DESIGN_NAME = uart
export DESIGN_NICKNAME = uart
export VERILOG_FILES = /design/flow/design.v
export SDC_FILE = /design/flow/constraint.sdc
export NUM_CORES = 4
export LEC_CHECK = 1
export CORE_UTILIZATION = 50
==> flow_metrics.env <==
# source this file to load flow results
export IMPL_tool_warnings=29
export IMPL_layout_top_cells="dfxtp_1, nor2_1, nand2_1"
export IMPL_yosysChipArea_mm2=0.00293
export IMPL_cts_hold_buf=0
export IMPL_grt_max_degree=54
export IMPL_cts_buffers=3
export IMPL_post_cts_buffers=0
export IMPL_min_period_ns=1.48
export IMPL_rsz0062_at_grt="no"
export IMPL_synthFlopType="dfxtp_1"
export IMPL_antenna_found_initial=0
export IMPL_grt_usage=0.149
export IMPL_vias=1781
export IMPL_finClkSkew_ns=0.00160
export IMPL_lay_top_count="dfxtp_1"
export IMPL_crit_type="reg2reg"
export IMPL_path_clk_slew_ns=0.06
export IMPL_cts_resized_gates=0
export IMPL_slew_violations=0
export IMPL_die_w_um=78.5
export IMPL_largest_area_cell="dfxtp_1"
export IMPL_rows=27
export IMPL_routed_wl_um=4010
export IMPL_status="complete, no violations"
export IMPL_netlist_instances=280
export IMPL_synth_avg_cell_area_um2=10.5
export IMPL_syn_to_final_growth_pct=4.87
export IMPL_ios=4
export IMPL_core_area_mm2=0.00557
export IMPL_layout_drive_gt1_share=0.0854
export IMPL_hpwl_um=2930
export IMPL_startpoint_type="flip-flop"
export IMPL_worst_pin_slew_ns=0.529
export IMPL_crit_end="clkgen.cnt[13]$_DFF_P_"
export IMPL_startpoint="clkgen.cnt[5]$_DFF_P_"
export IMPL_clockBufferDepth=2
export IMPL_rrSetupSlack_ns=0.92
export IMPL_drt_iter0_markers=30
export IMPL_clkLatencyLatePin_ns=0.25
export IMPL_seq_area_frac_synth=0.542
export IMPL_cp_end_kind="flip-flop"
export IMPL_fin_cells=353
export IMPL_antenna_left=0
export IMPL_max_freq_mhz=675
export IMPL_place_inst=349
export IMPL_min_period_over_period=0.618
export IMPL_r2r_end="clkgen.cnt[13]$_DFF_P_"
export IMPL_untimed_endpoints=63
export IMPL_grt_first_pass_wirelength_um=7310
export IMPL_drt_pass1_iterations=4
export IMPL_port_buffers=3
export IMPL_peakVddDrop_mv=0.484
export IMPL_async_flop_share=0.271
export IMPL_maxCapViolCount=0
export IMPL_hold_viol=0
export IMPL_grt_pass1_vias=1669
export IMPL_p_per_area_mw_per_mm2=164
export IMPL_min_from="clkgen.clkout$_SDFFE_PP1N_"
export IMPL_ys_flops=70
export IMPL_synth_edff_count=9
export IMPL_initCoreUtil=0.525
export IMPL_h_tree_depth=1
export IMPL_holdCritPathClass="reg2reg"
export IMPL_required_ns=2.54
export IMPL_drc=0
export IMPL_ys_types=43
export IMPL_top_area_frac=0.287
export IMPL_r2r_start="clkgen.cnt[5]$_DFF_P_"
export IMPL_whs_ns=0.458
export IMPL_synth_warnings=4
export IMPL_ys_cells=280
export IMPL_vias_per_cell=5.05
export IMPL_p_leak_nw=1.22
export IMPL_crit_arrival_ns=1.62
export IMPL_slew_headroom=0.646
export IMPL_cts_root_buf="clkbuf_8"
export IMPL_grt_overflow=0
export IMPL_place_congestion=0.820
export IMPL_wl_per_cell_um=11.3
export IMPL_unclocked_pins=53
export IMPL_reg2reg_depth=4
export IMPL_cts_tree="built"
export IMPL_antennaDiodeCount=0
export IMPL_worst_path_max_fanout=7
export IMPL_fp_dieH_um=78.5
export IMPL_dieArea_mm2=0.00617
export IMPL_fin_setup_tns_ns=0
export IMPL_finalSetupViolCount=0
export IMPL_top_cells_by_area="dfxtp_1, dfrtp_1, edfxtp_1, xnor2_1, nor2_1"
export IMPL_num_fill_cells=514
export IMPL_synthesis_area_mm2=0.00293
[sequential cells by signal (all words and copies together), names as in the netlist]
register,count
rx0.rx_status,1
clkgen.clkout,1
tx_ready,1
rx0.sigbuf,1
tx_en,1
tx0.cnt,8
rx0.sigfall,1
rx0.idle,1
tx0.sigbuf,1
tx0.txd,1
rx0.receiving,1
tmp_data,8
rx0.rx_data,8
rx_status_buf,1
tx0.sending,1
tx0.tx_status,1
tx0.sigrise,1
rx0.cnt,8
clkgen.cnt,16
tx_data,8
[metal layers]
layer	vias up	track usage	part of all wire
li1	947	-	-
met4	0	0.00556	0.0025
met3	2	0.0177	0.015
met2	8	0.235	0.42
met5	-	0	0
met1	824	0.245	0.56
[critical path, stage by stage, from the launching register on]
cell     delay, ns
dfxtp_1       0.44
nand4_1       0.22
nor4_2        0.43
nand3_1       0.15
xnor2_1       0.14
[worst min path at each step]
stage                                        end  slack [ns]  depth (start not counted)
after global routing      clkgen.cnt[15]$_DFF_P_        0.50                          1
after CTS             clkgen.clkout$_SDFFE_PP1N_        0.46                          2
final                 clkgen.clkout$_SDFFE_PP1N_        0.46                          2
[layout make-up]
| type | instances | area, µm² | share of cell area |
|---|---|---|---|
| tap | 72 | 90.1 | 0.0293 |
| multi-input combinational | 191 | 1260 | 0.411 |
| inverter | 11 | 41.3 | 0.0134 |
| clock buffer | 4 | 45.0 | 0.0147 |
| timing repair buffer | 5 | 45.0 | 0.0147 |
| sequential | 70 | 1590 | 0.517 |
[where the power goes]
group          internal, mW  switching, mW  leakage [nW]
clock network         0.118         0.0882        0.0228
logic               0.00405        0.00799         0.557
registers             0.284              0         0.639
[cell usage after synthesis (2+ instances only)]
library cell  number
a21bo_2            2
xor2_1            13
a21oi_1            3
nor2_1            34
nor4bb_1           2
nand2b_1           4
nand3_1           13
nand4_1            6
buf_2              6
clkbuf_1           2
xnor2_1           20
nor3_1             6
o21ai_0           11
ha_1               7
nor2b_1            6
mux2_2            11
dfrtp_1           18
dfxtp_1           42
and3_1             4
and2_1             2
o21a_1             2
edfxtp_1           9
nand2_1           27
inv_1             11
[cells by family after synthesis]
kind of cell	after synthesis	share of synthesized area
muxes	12	0.0457
AOI/OAI and AO/OA	24	0.0603
xor gates and xnor gates	33	0.0987
DFF	70	0.542
buffers and inverters	19	0.0269
and+or+nand+nor	115	0.196
adders and majority gates	7	0.0299
[metrics by stage]
stage | utilization | worst slack [ns] | power [mW] | cell area (µm²)
6_report | 0.551 | 0.918 | 0.502 | 3070
4_1_cts | 0.551 | 0.929 | 0.509 | 3070
2_1_floorplan | - | 1.07 | 0.291 | 2930
3_3_place_gp | 0.543 | 0.979 | 0.304 | 3030
5_1_grt | 0.551 | 0.750 | 0.524 | 3070
3_5_place_dp | 0.543 | 0.938 | 0.304 | 3030
Power figures rest on the tool's default switching activity, not on a simulated workload.
